--- /design/flow/config.mk ---
export PLATFORM = sky130hd
export DESIGN_NAME = PC
export DESIGN_NICKNAME = PC
export VERILOG_FILES = /design/flow/design.v
export SDC_FILE = /design/flow/constraint.sdc
export NUM_CORES = 4
export LEC_CHECK = 1
export CORE_UTILIZATION = 50
--- /design/flow/constraint.sdc ---
current_design PC

set clk_period 4.1
set clk_io_pct 0.2

create_clock -name clk0 -period $clk_period [get_ports {clk}]

set non_clock_inputs [all_inputs -no_clocks]
set_input_delay [expr $clk_period * $clk_io_pct] -clock clk0 $non_clock_inputs
set_output_delay [expr $clk_period * $clk_io_pct] -clock clk0 [all_outputs]
--- /design/flow/design.v ---
module PC(
input clk,
input [31:0] pc,
input isJump,
input rst,
output reg [31:0] newPC);
reg [31:0] counter=0;
always @(posedge clk) begin
if (rst) begin
 	counter <= 0;
end
else begin
	if (isJump) begin
	  counter <= pc;
	end
	else begin
		counter <= counter + 4;
	end
end 
  newPC <= counter;
end 
endmodule
module mipsCore(input clk);
endmodule
--- /design/flow/run.sh ---
#!/bin/bash
# OpenROAD 26Q1-2900-gdf79404cd8, Yosys 0.63+post, stock flow scripts
make -C /OpenROAD-flow-scripts/flow DESIGN_CONFIG=/design/flow/config.mk WORK_HOME=/design/flow/orfs finish
==> impl_metrics.toml <==
# synthesis and place-and-route metrics
[grt]
grt_max_degree = 33
grt_pass1_vias = 1937
use_met2_pct = 36.4
grt_pass1_wl_um = 8900
use_met1_pct = 33.0
top_usage_layer = "met2"
antenna_found_initial = 0
use_met3_pct = 4.05
grtUsageTotal_pct = 22.6
grt_overflow = 0

[power_and_ir_drop]
p_int_mw = 0.983
power.share.sequential_pct = 55.5
total_power_mw = 1.27
power_leakage_nw = 1.15
power_density_nw_per_um2 = 390
clkPwrFrac_pct = 34.4
power.switching_mw = 0.285
power_frac_comb_pct = 10.1
swShare_pct = 22.5
peakVddDrop_mv = 0.269

[synth]
syn_area_um2 = 2390
area_leaders = "dfxtp_1 54%, nor2_1 5.5%, a211oi_1 4.1%"
ys_warn_count = 1
synthArstFlopShare_pct = 0
ys_chip_area_um2 = 2390
yosys.area.top_type_share_pct = 53.6
enable_flop_cells = 0
ys_cells = 245
synth_area_per_cell_um2 = 9.75
postSynthCellCount = 245
most_common_cell = "dfxtp_1"
ys_seq_share_pct = 53.6
synth_flop_count = 64
common_cells = "64 x dfxtp_1, 35 x nor2_1, 13 x a211oi_1"
yosysTopAreaCell = "dfxtp_1"
flop_cell = "dfxtp_1"
ys_types = 35

[clocking]
cts_max_level = 3
post-cts-setup-buffers = 0
clock_sinks = 64
clk_latency_ns = 0.33
cts-resized-gates = 0
cts_hold_buf = 0
cts_root_buf = "clkbuf_8"
cts_max_path_buffers = 2
cts_buffers = 9
cts_tree = "done"
cts.clk_slew.worst_paths_ns = 0.06

[critical_path]
crit_chain = "clkdlybuf4s50_1 -> buf_4 -> inv_1 -> buf_4 -> and4_1 -> a2111oi_0"
cp_slowest_cell = "clkdlybuf4s50_1"
crit_top_cell = "buf_4"
r2r-end = "counter[24]"
cpPeakStageDelay_ns = 0.45
rrSetupSlack_ns = 1.78
criticalPathCategory = "in -> reg"
worst_setup_path_start_kind = "primary input"
startpoint = "isJump"
reg2reg_from = "counter[2]"
critPathMaxFanout = 22
crit_end = "counter[29]"
worstPathArrival_ns = 2.56
crit_required_ns = 4.31
cp-end-kind = "register"
reg2reg_depth = 5

[worst_hold_path]
hold_path.class = "reg -> reg"
hp-start = "counter[0]"

[placed_design]
io_buffers = 66
place_congestion = 0.919
place_area_um2 = 3100
hpwl_um = 3650
dpl_worst_slack_ns = 1.46
placed_cells = 356

[detailed_routing]
wl_um = 5420
diodes = 0
routed_via_density = 5.85
detail-route-antenna-nets = 0
drt_iter0_drc = 151
drc = 0
vias = 2164
firstDrtPassIters = 20
wire_per_inst_um = 14.7

[floorplan]
ios = 67
fp_util_pct = 53.4
die_x_um = 71.1
core_area_um2 = 4470
rows = 24
dieHeight_um = 71.1
die_area_um2 = 5060

[timing]
fmax_mhz = 424
rsz0062_at_grt = "no"
timing.final.crit_share_pct = 57.5
worstMarginPinSlew_ns = 0.759
slew_violations = 0
hold_viol_final = 0
finalSetupViolCount = 0
post-route-min-period_ns = 2.36
relSlewSlack_pct = 49.0
fin_ws_ns = 1.74
fin_setup_tns_ns = 0
skew_ns = 0.00574

[layout]
design_area_um2 = 3250
fill_cells = 362
drive_above_1_share_pct = 6.92
layout.cells.non_filler = 370
syn_to_final_growth_pct = 36.0

[run_status]
status = "complete, no violations"

[job]
maxCapViolations = 0
tool_warnings = 26
[how the worst min path moves through the flow]
stage / to / slack (ns) / cells after the start
final: newPC[0] / 0.35 / 0
after global routing: newPC[0] / 0.36 / 0
after CTS: newPC[0] / 0.35 / 0
[per-stage QoR]
step | utilization, % | hold slack (ns)
after floorplan | - | 0.330
after global placement | 69.2 | 0.344
after detailed placement | 69.2 | 0.339
after CTS | 72.7 | 0.352
after global routing | 72.7 | 0.360
final | 72.7 | 0.351
[worst max-delay path: cells and delay by family]
kind                   cells  cell delay (ns)
AND-OR/OR-AND              1             0.36
AND/OR/NAND/NOR            1             0.17
buffers and inverters      4             1.19
[power by group through the flow]
stage     logic, mW  clock network, mW  registers, mW
6_report      0.128              0.437          0.703
5_1_grt       0.142              0.475          0.708
4_1_cts       0.129              0.446          0.702
[logic make-up (layout without fill, tap and decap cells)]
| family | Yosys count | in the layout | synth area share, % |
|---|---|---|---|
| multiplexers | 3 | 3 | 1.26 |
| XOR/XNOR | 13 | 13 | 4.76 |
| AND-OR/OR-AND | 42 | 42 | 13.4 |
| flip-flops | 64 | 64 | 53.6 |
| buffers and inverters | 19 | 92 | 3.30 |
| adder cells (fa/ha/maj) | 1 | 1 | 0.523 |
| AND/OR/NAND/NOR | 103 | 103 | 23.1 |
[placed cells by master (no fill, tap or decap), types with 4 or more instances in the layout]
cell             netlist  routed
a211oi_1              13      13
a311oi_1              10      10
and4_1                 5       5
buf_4                  0       4
clkbuf_8               0      10
clkdlybuf4s50_1        0      66
dfxtp_1               64      64
inv_1                  8       8
nand2_1               11      11
nand3_1                9       9
nand4_1               10      10
nor2_1                35      35
nor3_1                 4       4
nor4_1                 8       8
o21ai_0                4       4
o31ai_1                5       5
or3_1                  5       5
or4_1                  6       6
xnor2_1                7       7
xor2_1                 6       6
[flip-flops by register name, summed over array words and instances (netlist names)]
register and flops:
counter 32, newPC 32
[metal layers]
metal | share of wire, % | wire (µm) | vias up
met1 | 45 | 2460 | 1011
met4 | 2.1 | 116 | 0
met5 | 0 | 0 | -
met2 | 46 | 2500 | 86
met3 | 6.4 | 345 | 11
li1 | - | - | 1056
[layout make-up]
class	instances	area (µm²)	share of cell area, %
inverter	8	30.0	0.924
sequential	64	1280	39.4
tap	52	65.1	2.00
clock buffer	13	149	4.58
clock inverter	1	5.00	0.154
multi-input combinational	162	1030	31.7
timing repair buffer	70	691	21.2
