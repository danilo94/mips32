--- design/flow/run.sh ---
#!/bin/bash
# OpenROAD 26Q1-2900-gdf79404cd8, Yosys 0.63+post, stock flow scripts
make -C /OpenROAD-flow-scripts/flow DESIGN_CONFIG=/design/flow/config.mk WORK_HOME=/design/flow/orfs finish
--- design/flow/config.mk ---
export PLATFORM = sky130hd
export DESIGN_NAME = mux2x1
export DESIGN_NICKNAME = mux2x1
export VERILOG_FILES = /design/flow/design.v
export SDC_FILE = /design/flow/constraint.sdc
export NUM_CORES = 4
export LEC_CHECK = 1
export CORE_AREA = 10 10 70 70
export DIE_AREA = 0 0 80 80
--- design/flow/constraint.sdc ---
current_design mux2x1

set clk_period 1.0
set clk_io_pct 0.2

create_clock -name clk0 -period $clk_period

set non_clock_inputs [all_inputs -no_clocks]
set_input_delay [expr $clk_period * $clk_io_pct] -clock clk0 $non_clock_inputs
set_output_delay [expr $clk_period * $clk_io_pct] -clock clk0 [all_outputs]
--- design/flow/design.v ---
module mux2x1 (
input [31:0] a,
input [31:0] b,
input sel,
output [31:0] out
);
assign out = (sel)?a:b;
endmodule
==> summary.rpt <==
==== FLOW RESULTS ====
----------------------------------------------------
[Yosys]
  Number of cells in Yosys stat ........................ 36
  Yosys-reported design area after synthesis ........................ 544 um^2
  Ranking of synthesized cells by area ........................ sky130_fd_sc_hd__mux2_4 83%, sky130_fd_sc_hd__buf_12 11%, sky130_fd_sc_hd__mux2_2 4.1%, sky130_fd_sc_hd__buf_6 2.1%
  Mux contribution to synthesized area ........................ 0.869
  Most area-hungry cell type in the Yosys netlist ........................ sky130_fd_sc_hd__mux2_4
  Top cells by count, synth ........................ 30 x sky130_fd_sc_hd__mux2_4, 3 x sky130_fd_sc_hd__buf_12, 2 x sky130_fd_sc_hd__mux2_2
  Tally of yosys warning messages ........................ 0
  Synthesized netlist cell count ........................ 36
  Yosys aoi share ........................ 0
  Count of different cell masters after synthesis ........................ 4
  Register area share after synthesis ........................ 0
  Xor and xnor area share after synthesis ........................ 0
  Simple-gate share of the synthesized area ........................ 0
  Top cell type's share of synthesized area ........................ 0.828
  Logic family by area ........................ multiplexers
  Library cell with the highest instance count after synthesis ........................ sky130_fd_sc_hd__mux2_4
  Syn Std Cell Area ........................ 544 um^2
  Post-Synthesis Mean Instance Area ........................ 15.1 um^2
  Post-synthesis adder-cell area fraction ........................ 0

[Final layout]
  Area taken by flip-flops and latches ........................ 0 um^2
  Fraction of final layout cells with drive strength greater than 1 ........................ 0.533
  Flip-flops ........................ 0
  Clock buffer count in the final layout ........................ 0
  Post-route cell area ........................ 0.00159 mm^2
  Area Growth Syn to Fin ........................ 191%
  Final core utilization ........................ 0.464
  Non-filler cells in the finished layout ........................ 183

[Floorplanning]
  Standard-cell row count ........................ 21
  Die Wd ........................ 80 um
  I/O pins ........................ 97
  Placeable Area ........................ 0.00342 mm^2
  Die height ........................ 80 um
  Total die size ........................ 0.00640 mm^2
  Floorplan utilization ........................ 0.159

[Setup path]
  Critical path peak fanout ........................ 1
  CP Data Required Time ........................ 0.80 ns
  Arrival time worst endpoint ........................ 0.97 ns
  CP endpoint kind ........................ output port
  Critical path type ........................ input port to output port
  Critical path origin ........................ a[27]
  Critical Path Source Type ........................ input port

[Pwr]
  Switching pwr ........................ 0.000132 W
  Net switching fraction of the power ........................ 0.213
  Peak supply drop ........................ 0.161 mV
  Logic pwr share ........................ 1.000
  Sequential share of power ........................ 0
  Total power density per cell area ........................ 390 mW/mm^2
  Clock power frac ........................ 0
  Cell internal pwr ........................ 0.000487 W
  Leakage power ........................ 0.887 nW

[STA]
  Post-route minimum period ........................ 1.17 ns
  Slew Limit Fails ........................ 0
  Post-route fraction of the period consumed by the critical path ........................ 1.17
  Actual transition at the worst max-transition pin ........................ 0.111 ns
  Total Neg Setup Slack ........................ -3.69 ns
  Setup violators final ........................ 32
  Maximum clock frequency ........................ 0.852 GHz
  Slew margin rel. ........................ 0.926
  Crit path setup slack, layout ........................ -0.173 ns
  Unrepaired setup endpoints after global routing ........................ true
  Number of failing hold endpoints at the final stage ........................ 0

[GRT]
  Number of global-route vias before repair ........................ 751
  Largest net degree at the start of global routing ........................ 11
  Number of antenna violations at the first check in global routing ........................ 0
  Total grt overflow ........................ 0
  Wire length of the first global-routing pass ........................ 4000 um
  Global-route usage over all layers ........................ 0.0764

[Routing]
  Antenna diode count ........................ 0
  First-iteration detailed-routing DRC count ........................ 3
  Routed wire length per instance ........................ 14.9 um
  Vias ........................ 690
  Number of detailed-routing iterations run before antenna repair ........................ 2
  WL final ........................ 2720 um
  Number of nets with antenna violations after detailed routing ........................ 0
  Via density per instance ........................ 3.77
  Number of DRC violations after detailed routing ........................ 0

[Min path]
  Worst hold start ........................ b[18]
  Cells on Worst Hold Path ........................ 3
  Classification of the worst-slack hold path ........................ input port to output port

[Placement]
  Final HPWL from detailed placement ........................ 2400 um
  Final weighted congestion in routability-driven placement ........................ 0.758
  Dpl cell area ........................ 0.00152 mm^2
  Count of input and output buffers ........................ 97
  Dpl ws ........................ -0.499 ns
  Dpl cells ........................ 177

[Run status]
  Violations in the final reports ........................ negative setup slack
  Status ........................ finished with violations

[Job]
  OpenROAD warning count ........................ 34
  Tally of max-capacitance violations ........................ 0

[CTS]
  Post-cts hold-fix buffer tally ........................ 0

----------------------------------------------------
area by class of cell:
class | instances | area (um^2)
fill | 345 | 1830
multi-input combinational | 32 | 480
tap | 46 | 57.6
timing repair buffer | 105 | 1050
worst max-delay path: stages:
cell and delay (ns):
sky130_fd_sc_hd__clkdlybuf4s50_1 0.40, sky130_fd_sc_hd__mux2_4 0.26, sky130_fd_sc_hd__buf_6 0.11
per-layer routing:
| metal | up-vias | global-route usage | wire length [um] |
|---|---|---|---|
| met3 | 0 | 0.0318 | 351 |
| met5 | - | 0 | 0 |
| met1 | 300 | 0.0877 | 1020 |
| met2 | 51 | 0.136 | 1350 |
| li1 | 339 | - | - |
| met4 | 0 | 0 | 0 |
logic make-up (layout without fill, tap and decap cells):
family	after synthesis	count (layout)
buffers and inverters	4	105
muxes	32	32
path summary, 6_finish.rpt:
kind  endpoint  slack (ns)
min    out[18]        0.69
max    out[27]       -0.17
power by group through the flow:
stage,logic (W),clock network (W),registers [W]
4_1_cts,0.000608,0,0
5_1_grt,0.000664,0,0
6_report,0.000619,0,0
cells in the final DEF (no fill, tap or decap):
master,netlist,final
sky130_fd_sc_hd__dlymetal6s2s_1,0,7
sky130_fd_sc_hd__buf_6,1,21
sky130_fd_sc_hd__dlygate4sd2_1,0,47
sky130_fd_sc_hd__mux2_4,30,32
sky130_fd_sc_hd__buf_16,0,1
sky130_fd_sc_hd__buf_8,0,3
sky130_fd_sc_hd__buf_12,3,4
sky130_fd_sc_hd__buf_2,0,12
sky130_fd_sc_hd__clkdlybuf4s50_1,0,10
repair_timing:
item | 4_1_cts | 5_1_grt
resized | 170 | 15
gates cloned | 1 | 0
buffers inserted | 5 | 0
setup endpoints to repair | 32 | 32
endpoints found under the hold margin | 0 | 0
per-stage QoR:
step / hold WS (ns) / power, W
after floorplan: 0.498 / 0.000206
after global placement: 1.35 / 0.000648
after detailed placement: 1.36 / 0.000650
after CTS: 0.801 / 0.000608
after global routing: 0.713 / 0.000664
final: 0.692 / 0.000619
Power figures rest on the tool's default switching activity, not on a simulated workload.
