--- /design/flow/design.v ---
module Registers(input clk,
input [4:0] rs,
input [4:0] ra,
input [4:0] we,
input [31:0] writeData,
input write,
output wire [31:0]readDatars,
output wire [31:0]readDatara);
reg [31:0] registers[0:31];
always @(posedge clk) begin
	if (write) begin
	  registers[we] = writeData;
	end
end 
assign readDatars=registers[rs];
assign readDatara=registers[ra];
endmodule
--- /design/flow/run.sh ---
#!/bin/bash
# OpenROAD 26Q1-2900-gdf79404cd8, Yosys 0.63+post, stock flow scripts
make -C /OpenROAD-flow-scripts/flow DESIGN_CONFIG=/design/flow/config.mk WORK_HOME=/design/flow/orfs finish
--- /design/flow/config.mk ---
export PLATFORM = sky130hd
export DESIGN_NAME = Registers
export DESIGN_NICKNAME = Registers
export VERILOG_FILES = /design/flow/design.v
export SDC_FILE = /design/flow/constraint.sdc
export NUM_CORES = 4
export LEC_CHECK = 1
export CORE_UTILIZATION = 30
--- /design/flow/constraint.sdc ---
current_design Registers

set clk_period 8.5
set clk_io_pct 0.2

create_clock -name clk0 -period $clk_period [get_ports {clk}]

set non_clock_inputs [all_inputs -no_clocks]
set_input_delay [expr $clk_period * $clk_io_pct] -clock clk0 $non_clock_inputs
set_output_delay [expr $clk_period * $clk_io_pct] -clock clk0 [all_outputs]
==> Slide: Implementation Results <==
Run Summary

Yosys
  • Cell Type Count: 23
  • Post-synth top area cell: edfxtp_1
  • Area share, top type: 63.0%
  • YS chip area: 48,800 µm²
  • Synth area leaders: edfxtp_1 (63%), mux2i_1 (21%), a22oi_1 (3.0%), a22o_1 (2.3%), nand3_1 (2.0%)
  • Sequential share of the synthesized area: 63.0%
  • Synthesized area: 48,800 µm²
  • Ys Warns: 1
  • Ys flops: 1,024
  • Synthesized instance count: 3,386
  • Yosys Instances: 3,386
  • Post-Syn Area per Cell: 14.4 µm²

Worst setup path
  • CP most frequent cell: clkdlybuf4s50_1
  • Setup crit end kind: output port
  • Worst EP arrival: 4970 ps
  • Crit path kind: input pin to output port
  • Crit path required time: 6800 ps
  • Critical Path Start Type: input pin
  • CP max stage delay: 740 ps
  • Slowest CP cell: clkdlybuf4s50_1
  • Crit Path Max Fanout: 35
  • CP Cell Sequence: clkdlybuf4s50_1, and2_4, buf_4, a22o_1, nor3_1, a31oi_1, nand3_1, clkdlybuf4s50_1
  • CP Launch Point: ra[2]

Outcome
  • Status: finished, final reports clean

Placement
  • Post-DP Area: 52,600 µm²
  • Final Wtd Congestion: 0.855
  • Post-place setup slack: 1880 ps
  • # port buffers: 112
  • Final HPWL DP: 86,000 µm

Cells and area
  • Max reg flops: 1,024
  • # fillers: 15,100
  • Synthesis-to-layout area growth: 14.6%
  • Top logic cells by instance count in the layout: mux2i_1 (1,024), edfxtp_1 (1,024), nand3_1 (194), nand2_1 (193)
  • Final Cell Area: 55,900 µm²
  • Share of layout cells above drive strength 1: 9.09%

Drt
  • DR iter-0 viols: 2,084
  • Pre-antenna DRT Iters: 7
  • Routed Wire Length: 157,000 µm
  • Avg Vias per Cell: 5.43
  • Wirelength per Cell: 27.5 µm
  • Via count: 31,100
  • Residual DRC: 0
  • Antenna Violating Nets Remaining: 0
  • Antenna Cells: 0

Floorplan
  • Die Span Y: 405 µm
  • DIE AREA: 164,000 µm²
  • Core footprint: 161,000 µm²
  • Core Util at FP: 30.3%
  • IO Pins: 113
  • Chip width: 405 µm
  • Num rows: 147

CTS
  • CTS HTree Levels: 3
  • Longest Clk Path Bufs: 3
  • Post-CTS Setup Bufs: 0
  • CTS tree: done
  • Reg clk slew, reported paths: 60 ps
  • TritonCTS buffer count: 104
  • Post-cts sizing count: 0
  • Root buffer cell: clkbuf_16
  • Sink Count: 1,024
  • Hold Buf Count CTS: 0

STA
  • Final setup fails: 0
  • RSZ-0062 raised after global routing: no
  • Worst setup margin: 1830 ps
  • Max-slew headroom: 29.6%
  • Worst-margin pin slew: 1050 ps
  • Final min period: 6670 ps
  • Final Hold Fails: 0
  • TNS Setup: 0 ps
  • Final hold slack: 1790 ps
  • Final Cycle Share: 78.5%
  • Final Max Slew Viols: 0
  • Max Fclk: 150 MHz

Global route
  • Initial antenna violation count: 7
  • Gr usage total: 20.0%
  • First-pass GRT wire length: 224,000 µm
  • Largest net degree at the start of global routing: 92
  • Gr ovfl total: 0
  • Number of global-route vias before repair: 32,000

Run
  • Tool warnings: 26
  • Max cap viols: 0

Power and ir drop
  • Clock power share: 40.2%
  • Total power: 0.0112 W
  • Maximum vdd drop: 157 µV
  • Sw Share: 23.7%
  • Sequential Power Share: 50.4%
  • Leakage: 20.1 nW
  • Switch Pwr: 0.00265 W
  • Combinational power share: 9.3%
  • Internal power: 0.00854 W
  • Pwr per Cell Area: 200 nW/µm²

Worst hold path
  • Hold_sp: writeData[5]
  • Hold WC Path Type: input pin to flip-flop
final timing paths:
kind	endpoint	slack (ps)	depth (start not counted)
worst min-delay path	registers[28][5]	1790	2
worst max-delay path	readDatara[24]	1830	8
power groups by stage:
stage                 combinational, W  sequential [W]  clock [W]
final                          0.00104         0.00564    0.00450
after global routing           0.00111         0.00565    0.00475
after CTS                      0.00104         0.00564    0.00457
per-stage QoR:
| step | std cells | util [%] |
|---|---|---|
| 2_1_floorplan | 3386 | - |
| 3_3_place_gp | 5535 | 32.7 |
| 3_5_place_dp | 5535 | 32.7 |
| 4_1_cts | 5724 | 34.7 |
| 5_1_grt | 5724 | 34.7 |
| 6_report | 5724 | 34.7 |
final cells by class:
class / instances / area, µm² / share of cell area, %
Clock buffer: 124 / 2680 / 4.79
Clock inverter: 65 / 657 / 1.18
Multi-Input combinational cell: 2109 / 16800 / 30.0
Sequential cell: 1024 / 30700 / 55.0
Tap cell: 2160 / 2700 / 4.83
Timing Repair Buffer: 242 / 2330 / 4.17
layer usage:
| metal | part of all wire (%) | vias up | global-route usage [%] | routed length (µm) |
|---|---|---|---|---|
| met5 | 0.087 | - | 0.446 | 136 |
| met3 | 15 | 306 | 12.2 | 22900 |
| met1 | 36 | 15400 | 24.1 | 56100 |
| met2 | 45 | 1819 | 29.8 | 71400 |
| li1 | - | 13600 | - | - |
| met4 | 4.2 | 12 | 7.08 | 6650 |
synth_stat cells:
cell      instances
a31oi_1          64
a22o_1          128
mux2i_1        1024
buf_1             1
clkbuf_1         86
a21oi_1         192
buf_2            70
clkbuf_4          4
buf_6            45
nand3_1         194
nand3b_1          5
buf_4            47
or3_1             1
a22oi_1         192
nand2b_1          4
nand2_1         195
and2_1            2
or2_2             2
nor2b_1           4
nor2_1           35
edfxtp_1       1024
or3b_2            3
nor3_1           64
critical path: cells and delay by family:
kind,cells,cell delay [ps]
buf+inv,3,1800
simple gates,3,1000
compound gates,2,420
logic make-up (layout without fill, tap and decap cells):
family,Yosys count,in the layout,synth area share (%)
buf+inv,253,431,3.21
flops,1024,1024,63.0
compound gates,576,576,8.04
simple gates,509,509,4.71
mux,1024,1024,21.0
Power figures rest on the tool's default switching activity, not on a simulated workload.
